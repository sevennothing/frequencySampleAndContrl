### design.v
`timescale 1ns/100ps
module crc8(
	rstn		,
	mdata_bit		,
	en			,
	clk	,
	crc
);
input rstn		;
input mdata_bit	;
input	en			;
input clk	;
output[7:0] crc		;
reg [7:0] crc;
wire bitval;
assign bitval = mdata_bit^crc[7];
always @(posedge clk or negedge rstn)
begin
	if (!rstn)
		crc = 0;
	else
	begin
		if(en == 1) 
		begin
		crc[7] = crc[6];
		crc[6] = crc[5];
		crc[5] = crc[4];
		crc[4] = crc[3] ^ bitval;
		crc[3] = crc[2];
		crc[2] = crc[1];
		crc[1] = crc[0];
		crc[0] = bitval;
		end
	end
end
endmodule
module reg_interface(
	sys_clk_25m	,
	sys_rstn	,
	reg_addr	,
	reg_wr_data	,
	reg_rd_data ,
	reg_rw_start	,
	reg_rw_end	,
	reg_out_oe	,
	reg_rw	
);
input sys_clk_25m	;
input sys_rstn	;
input [7:0] reg_addr	;
input	[7:0] reg_wr_data	;
input reg_rw	;
input reg_rw_start	;
input reg_rw_end	;
output reg_out_oe	;
output [7:0] reg_rd_data	;
parameter REG_WIDTH = 8;
reg [REG_WIDTH-1:0] fiter_ctrl	;
reg [REG_WIDTH-1:0] reg_rd_data_buf	;
reg reg_out_oe	;
assign reg_rd_data = reg_rd_data_buf;
always @(posedge sys_clk_25m)
begin
	if(~sys_rstn)
	begin
		fiter_ctrl = 7'h00;
		reg_rd_data_buf = 7'h00;
	end
	else
	if(reg_rw_start && reg_rw)
	begin
	case(reg_addr)
	7'h10:
		begin
			reg_rd_data_buf = fiter_ctrl;
		end
	endcase
	reg_out_oe = 1;
	end
	else
	if(reg_rw_start && ~reg_rw)
	begin
	case(reg_addr)
	7'h10:
		begin
			fiter_ctrl = reg_wr_data;
		end
	endcase
	end
	else
	if(reg_rw_end)
		reg_out_oe = 0;
end
endmodule
`timescale 1ns/100ps
module spi_slave
	(
    sys_clk_25m	,
	 sys_rstn		,
	 spi_clk		,
	 spi_cs_n	,
 	 spi_mosi	,
	 spi_miso	,
	 spi_out_oe	,
	 spi_reg_addr	,
	 spi_wr_data	,
	 spi_rd_data	,
	 spi_rw			,
	 spi_data_start	,
	 spi_sel_start	,
	 spi_sel_end
	);
input sys_clk_25m ;
input sys_rstn		;
input spi_clk		;
input spi_mosi		;
input spi_cs_n		;
output spi_miso	;
output	[7:0]	spi_reg_addr	;
output	[7:0]	spi_wr_data		;
input		[7:0]	spi_rd_data		;
output			spi_rw			;
input				spi_out_oe		;
output			spi_sel_end		;
output 			spi_data_start	;
output			spi_sel_start	;
parameter	UDLY	=2;
reg [2:0]	spi_clk_reg			;
reg [2:0]	spi_csn_reg			;
reg [1:0]	spi_mosi_reg		;
reg 			spi_miso				;
reg [2:0]	spi_bitcnt			;  
reg [7:0]	spi_data_fifo		;  
reg [7:0]	spi_wr_data			;  
reg 			spi_recved_byte	;  
reg [1:0]	spi_data_cnt		;  
reg [7:0]	spi_reg_addr		;  
reg			spi_rw				;
reg			spi_data_start		;
wire sck_risingedge = (spi_clk_reg[2:1]==2'b01);
wire sck_fallingedge = (spi_clk_reg[2:1]==2'b10);
wire spi_sel_active = ~spi_csn_reg[1];
wire spi_sel_start = (spi_csn_reg[2:1]==2'b10);
wire spi_sel_end = (spi_csn_reg[2:1]==2'b01);
wire spi_mosi_data = spi_mosi_reg[1];
always @(posedge sys_clk_25m)
	spi_csn_reg <= {spi_csn_reg[1:0],spi_cs_n};
always @(posedge sys_clk_25m)
	spi_clk_reg <= {spi_clk_reg[1:0],spi_clk};
always @(posedge sys_clk_25m)
	spi_mosi_reg <= {spi_mosi_reg[0],spi_mosi};
always @(posedge sys_clk_25m)
begin
  if(~spi_sel_active)
	  spi_bitcnt <= 3'b000;
  else
  if(sck_risingedge)
  begin
	  spi_bitcnt <= spi_bitcnt + 3'b001;
	  spi_data_fifo	<= {spi_data_fifo[6:0],spi_mosi};
	  if(spi_out_oe)
	    spi_miso <= spi_rd_data[spi_bitcnt];
	  else
		 spi_miso <= 0;
  end
end
always @(posedge sys_clk_25m)
	spi_recved_byte <= spi_sel_active && sck_risingedge && (spi_bitcnt == 3'b111);
always @(negedge sys_clk_25m)
begin
  if(~spi_sel_active)
	  spi_data_cnt <= 2'b00;
  else
  if(spi_recved_byte)
  begin
	  spi_data_cnt <= spi_data_cnt + 2'b01;
	  spi_wr_data <= spi_data_fifo[7:0];
  end
end
always @(posedge sys_clk_25m)
begin
  if(spi_data_cnt==2'b01)
  begin
	  spi_reg_addr <= {1'b0,spi_wr_data[6:0]};
  	  spi_rw = spi_wr_data[7];
  end
end
always @(posedge sys_clk_25m)
begin
  if(~spi_sel_active)
	  spi_data_start <= 0;
  else
  if(spi_rw)
  begin
	  spi_data_start <= 1;
  end
  else
  if (spi_data_cnt ==2'b10)
  begin
		spi_data_start <= 1;
  end
end
always @(posedge sys_clk_25m)
begin
	if(spi_out_oe)
	begin
	end
end
endmodule
module fsac
(
	 sys_clk_25m	,
	 sys_rstn		,
	 spi_clk		,
	 spi_cs_n	,
 	 spi_mosi	,
	 spi_miso	,	
	 filter_switch
);
input sys_clk_25m ;
input sys_rstn		;
input spi_clk		;
input spi_mosi		;
input spi_cs_n		;
output spi_miso	;
output[7:0]	filter_switch	;
wire	 spi_out_oe ;
wire	 spi_rw		;
wire 	 spi_data_start	;
wire	 spi_sel_start		;
wire	 spi_sel_end	;
wire [7:0]	 spi_rd_data	;
wire [7:0]	 spi_wr_data	;
wire [7:0]	 spi_reg_addr	;
wire [7:0]	 crc_data	;
spi_slave spi_interface(
	.sys_clk_25m(sys_clk_25m),
	.sys_rstn(sys_rstn),
	.spi_clk(spi_clk),
	.spi_cs_n(spi_cs_n),
	.spi_miso(spi_miso),
	.spi_mosi(spi_mosi),
	.spi_out_oe(spi_out_oe),
	.spi_rd_data(spi_rd_data),
	.spi_wr_data(spi_wr_data),
	.spi_reg_addr(spi_reg_addr),
	.spi_data_start(spi_data_start),
	.spi_rw(spi_rw),
	.spi_sel_start(spi_sel_start),
	.spi_sel_end(spi_sel_end)
);
crc8 get_crc(
	.rstn(sys_rstn),
	.mdata_bit(spi_mosi),
	.en(spi_sel_start),
	.clk(spi_clk),
	.crc(crc_data)
);
reg_interface reg_if(
	.sys_clk_25m(sys_clk_25m)	,
	.sys_rstn(sys_rstn)	,
	.reg_addr(spi_reg_addr)	,
	.reg_wr_data(spi_wr_data)	,
	.reg_rd_data(spi_rd_data)	,
	.reg_rw_start(spi_data_start)	,
	.reg_rw_end(spi_sel_end)	,
	.reg_out_oe(spi_out_oe)	,
	.reg_rw(spi_rw)
);
endmodule
### run.sh
#!/bin/bash
# OpenROAD 26Q1-2900-gdf79404cd8, Yosys 0.63+post, stock flow scripts
make -C /OpenROAD-flow-scripts/flow DESIGN_CONFIG=/design/flow/config.mk WORK_HOME=/design/flow/orfs finish
### config.mk
export PLATFORM = sky130hd
export DESIGN_NAME = fsac
export DESIGN_NICKNAME = fsac
export VERILOG_FILES = /design/flow/design.v
export SDC_FILE = /design/flow/constraint.sdc
export NUM_CORES = 4
export LEC_CHECK = 1
export CORE_UTILIZATION = 30
### constraint.sdc
current_design fsac

set clk_period 2.6
set clk_io_pct 0.2

create_clock -name clk0 -period $clk_period [get_ports {sys_clk_25m}]

set non_clock_inputs [all_inputs -no_clocks]
set_input_delay [expr $clk_period * $clk_io_pct] -clock clk0 $non_clock_inputs
set_output_delay [expr $clk_period * $clk_io_pct] -clock clk0 [all_outputs]
==> results.txt <==
Implementation results

The via count of the first global-routing pass was 905. OpenSTA lists the critical path endpoint as spi_interface.spi_reg_addr[5]$_DFFE_PN_. The stage logs contain a warning count of 36. In the final routed layout, each cell accounts on average for 10.21 um. Per the timing report, the biggest fanout along the worst path comes to 8. A synthesized cell averages 13.82 um2.

Per the synth log, the flip-flop and latch total comes to 55. The slew at the pin with the worst max-slew slack is 0.5634 ns. The worst hold path belongs to the class flip-flop to flip-flop. The number of distinct library cell variants in the gate-level netlist after synthesis is 27. The wire-length estimate of the detail-placed layout is 1.795 mm. The number of search-and-repair iterations in the first detailed-routing pass is 4.

On the final layout, the worst clock skew is 0.05810 ns. The hold buffer count at cts is 0. The summed instance area of the synthesized netlist is 1989 um2. The clock latency on the worst-skew pair is 0.36 ns.

STA classifies the critical path startpoint as a flip-flop. The power per cell area is 660.5 nW/um2. The initial DRC count is 64.

The number of buffers between clock root and the deepest sink is 2. The count of buffer and inverter cells on the critical path is 0. The total of cells resized after clock tree synthesis is 0. The global-route usage over all layers is 0.07836.

STA puts the critical path data arrival time at 2.37 ns. 14 I/O pins were placed. Looking at the worst setup and hold paths, the clock pins of their registers show a slew of 0.10 ns. The post-synth area from yosys stat is 1989 um2. For this run the aggregate overflow at the end of global routing stands at 0.

The die width is 83.44 um. The clock sink count is 55. The first element of the critical path is spi_interface.spi_data_cnt[0]$_SDFFE_NP0P_. The share of synthesized area occupied by flip-flops and latches is 0.6843. The H-tree generated during clock tree synthesis spans 2 levels. Synthesis produced a netlist whose cell count is 144. The fraction of final layout cells sized beyond drive strength 1 is 0.09756.

The area overhead of the layout relative to synthesis is 12.20%. The worst register-to-register path begins at spi_interface.spi_data_cnt[0]$_SDFFE_NP0P_. The critical path's largest stage delay is 0.36 ns. TritonCTS built the clock tree. The area of the multi-input gates is 555.5 um2.

The area occupied by registers is 1361 um2. The total power is 1.474 mW. The routed layout reports a DRC error count of 0.

The report puts the cell count of the worst reg-to-reg path at 1. The number of pins with negative max-slew slack in the final report is 0. The required time of the critical path is 2.59 ns.

The cell sequence reported for the critical path is ha_1. In this run the register-to-register setup slack is 0.22 ns. The number of vias per cell is 4.037. The final standard cell utilization of the core is 0.3495. The worst setup path is captured at a flip-flop.

The post-CTS repair timing setup buffer count is 0. The flow ran to the end, and the final reports show no timing, DRC or antenna violations. The floorplan step set the die height to 83.44 um. The final count of negative-setup-slack endpoints is 0. The master of the slowest instance on the critical path is ha_1. Per the final timing report, the hold violations number 0. The initial utilization of the core area, before any placement, comes to 0.3115.

The setup path with the least slack is of type flip-flop to flip-flop. The normalized max-slew margin is 0.6224. The count of instantiated cells in the yosys netlist is 144. The area of the core region is 6386 um2.

The report counts max-capacitance violations totalling 0. The tree is rooted in a clkbuf_8. The first global-routing pass estimated 4.243 mm of wire.

The filler cell count in the final layout is 621. Setup repair after global routing left no endpoint under its margin. Once detail routing completed, the nets flagged for antenna violations numbered 0. The maximum number of pins on one net before global-route repair is 26.

The number of cell rows is 29. Summing over every cut layer, the via total after detailed routing is 973. The final weighted congestion in routability-driven placement is 0.7414.

Adding up every negative setup slack in the final design gives 0 ns. The number of antenna repair diodes is 0. The warning count from the yosys run is 11.

The number of buffers added on ports is 5. The leakage power in the latest report is 0.9338 nW. The maximum resistive drop on vdd is 0.2672 mV. Among cell families on the critical path, the largest total delay comes from adder cells. In this run the critical register-to-register path is captured at spi_interface.spi_reg_addr[5]$_DFFE_PN_.

The number of buffers added by the clock tree synthesis step is 5. For this block, the routed nets add up to 2.460 mm of wire. The number of antenna violations at the first check in global routing is 0. The total die area is 6961 um2.

The number of cells on the critical path is 1.
[how the worst min path moves through the flow]
| stage | startpoint | endpoint | cells past startpoint |
|---|---|---|---|
| CTS | spi_interface.spi_clk_reg[0]$_DFF_P_ | spi_interface.spi_clk_reg[1]$_DFF_P_ | 0 |
| global route | spi_interface.spi_clk_reg[0]$_DFF_P_ | spi_interface.spi_clk_reg[1]$_DFF_P_ | 0 |
| finish | spi_interface.spi_clk_reg[0]$_DFF_P_ | spi_interface.spi_clk_reg[1]$_DFF_P_ | 0 |
[stage by stage]
stage / worst slack, ns / hold slack, ns / cells / instance area [um2]
floorplan: 0.04886 / 0.3096 / 151 / 2016
global placement: 0.2597 / 0.3103 / 224 / 2105
detailed placement: 0.2468 / 0.3143 / 224 / 2105
CTS: 0.2058 / 0.3384 / 241 / 2232
global route: 0.1116 / 0.3525 / 241 / 2232
finish: 0.2189 / 0.3352 / 241 / 2232
[final cells by class]
cell class                 instances  area share
tap                               77     0.04316
clock inverter                    13     0.02803
multi-input combinational         80      0.2489
clock buffer                       5     0.03083
sequential                        55      0.6099
inverter                           2    0.003363
timing repair buffer               9     0.03587
[Yosys cell counts, drive strengths merged]
library cell  number  area (um2)
dfxtp             29       580.6
edfxtp            26       780.8
nand2             25       93.84
mux2i             18       180.2
buf               10       76.32
nor2               7       26.28
ha                 4       50.05
clkbuf             3       11.26
inv                3       11.26
and2               2       12.51
mux4               2       45.04
nand3              2       15.01
nor3               2       10.01
a211oi             1       7.510
conb               1       3.750
nand2b             1       6.260
nand3b             1       7.510
nand4b             1       8.760
nor2b              1       6.260
nor3b              1       7.510
nor4b              1       23.77
o21a               1       7.510
xnor2              1       8.760
xor2               1       8.760
[report_power, final]
group,internal (mW),switching [mW]
registers,0.914,0.00727
clock network,0.215,0.308
logic,0.0154,0.0154
total,1.14,0.331
[cells by family after synthesis]
kind of cell / after synthesis / share of synthesized area
AND-OR/OR-AND: 2 / 0.007550
XOR/XNOR: 2 / 0.008807
adder cells (fa/ha/maj): 4 / 0.02516
buffers and inverters: 16 / 0.04968
flip-flops: 55 / 0.6843
multiplexers: 20 / 0.1132
other: 1 / 0.001885
AND/OR/NAND/NOR: 44 / 0.1094
[routing by layer]
| metal | routed length (um) | global-route usage |
|---|---|---|
| met1 | 1275 | 0.1272 |
| met2 | 1034 | 0.1088 |
| met3 | 84 | 0.02422 |
| met4 | 65 | 0.01695 |
| met5 | 0 | 0 |
[cell usage in the layout (no fill, tap or decap), types with 2 or more instances in the layout]
cell type,instances
and2_1,2
buf_4,4
clkbuf_8,5
clkdlybuf4s50_1,5
conb_1,8
dfxtp_1,29
edfxtp_1,26
ha_1,4
inv_1,12
mux2i_1,18
mux4_2,2
nand2_1,25
nor2_1,7
nor3_1,2
No activity file was given, so power comes from the tool's default toggle rates.
